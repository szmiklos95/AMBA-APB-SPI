==> /design/flow/design.v <==
`timescale 1ns / 1ps
module ReadHandler(
		input PCLK, PRESETn,
		input IO_reg,
		input PWRITE,
		input PSEL, PENABLE,
		output [15:0] PRDATA,
		output PREADY_R,
		input [15:0] APB_data_in,
		input SPI_done
    );
reg reg_PREADY_R;
reg [15:0] reg_PRDATA;
always @(posedge PCLK)
begin
	if(PRESETn == 0) begin
		reg_PREADY_R <= 0;
		reg_PRDATA <= 0;
	end
	else begin
		if(IO_reg == 0 && PWRITE == 0 && PSEL == 1 && SPI_done == 1) begin
			if(PENABLE == 1) begin
				reg_PRDATA <= APB_data_in;  
				reg_PREADY_R <= 1;
			end
		end
		else begin
			reg_PREADY_R <= 0;
		end
	end
end
assign PREADY_R = reg_PREADY_R;
assign PRDATA = reg_PRDATA;
endmodule
==> /design/flow/run.sh <==
#!/bin/bash
# OpenROAD 26Q1-2900-gdf79404cd8, Yosys 0.63+post, stock flow scripts
make -C /OpenROAD-flow-scripts/flow DESIGN_CONFIG=/design/flow/config.mk WORK_HOME=/design/flow/orfs finish
==> /design/flow/config.mk <==
export PLATFORM = sky130hd
export DESIGN_NAME = ReadHandler
export DESIGN_NICKNAME = ReadHandler
export VERILOG_FILES = /design/flow/design.v
export SDC_FILE = /design/flow/constraint.sdc
export NUM_CORES = 4
export LEC_CHECK = 1
export CORE_AREA = 10 10 91 91
export DIE_AREA = 0 0 101 101
==> /design/flow/constraint.sdc <==
current_design ReadHandler

set clk_period 3.7
set clk_io_pct 0.2

create_clock -name clk0 -period $clk_period [get_ports {PCLK}]

set non_clock_inputs [all_inputs -no_clocks]
set_input_delay [expr $clk_period * $clk_io_pct] -clock clk0 $non_clock_inputs
set_output_delay [expr $clk_period * $clk_io_pct] -clock clk0 [all_outputs]
==> reports/qor.yml <==
pwr:
  ir_drop_mv: 0.176
  power_frac_clock: 0.382
  power_frac_comb: 0.117
  internal-power_mw: 0.289
  power_density_mw_per_mm2: 308
  p_sw_frac: 0.222
  p_switching_mw: 0.0824
  p_leak_nw: 0.409
  fin_total_pwr_mw: 0.372
  pwr-share-seq: 0.501
floorplanning:
  ios: 40
  core_area_sq_mm: 0.00635
  die_h_microns: 101
  fp_util: 0.110
  rows: 29
  die_area_sq_mm: 0.0102
  die_w_microns: 101
min_path:
  hold_class: "reg -> reg"
  hold_depth: 2
  worstHoldStart: "reg_PRDATA[0]"
  min_to: "reg_PRDATA[0]"
setup_path:
  timing.rr.end: "reg_PREADY_R"
  end_kind: "flip-flop"
  worst-r2r-cell-count: 2
  cp.arrival_ns: 2.03
  startpoint: "SPI_done"
  rrSetupSlack_ns: 3.03
  r2r_start: "reg_PREADY_R"
  crit_path_start_kind: "input pin"
  crit_fanout: 16
  critical_path_class: "in -> reg"
  required_ns: 3.88
timing:
  setup_violations: 0
  finClkSkew_ns: 0
  max_slew_margin: 0.792
  post-route-period-util: 0.500
  final.setup.tns_ns: 0
  rsz0062_at_grt: "false"
  hold_viol: 0
  fmax_ghz: 0.541
  worst_pin_slew_ns: 0.311
  min_period_ns: 1.85
  final_max_slew_viol_count: 0
cts:
  cts_buffer_depth: 2
  cts_tree: "built"
  cts_made_buffers: 3
  postCtsResizedCells: 0
  hold_buffers: 0
  path_clk_slew_ns: 0.07
  cts_sinks: 17
  root_buffer: "clkbuf_8"
  post_cts_buffers: 0
  htreeDepth: 1
  clk_latency_ns: 0.25
drt:
  drc: 0
  antenna_left: 0
  dr.pass1.iters: 2
  num_antenna_cells: 0
  routed_via_density: 3.13
  drtIter0Drc: 9
  post_drt_wl_per_cell_microns: 10.5
  dr_total_vias: 598
  drt_wl_total_microns: 2000
global_route:
  grt_remaining_overflow: 0
  grt_pass1_wl_microns: 2980
  grt_pass1_vias: 602
  antenna_found_initial: 0
  grt_max_degree: 34
  grt.total_usage: 0.0375
layout:
  final_util: 0.190
  layout_top_cells: "39 x clkdlybuf4s50_1, 33 x nand2_1, 17 x dfxtp_1"
  drive_above_1_share: 0.0614
  final_common_cell: "clkdlybuf4s50_1"
  fill_cells: 687
  areaGrowthSynthToFinish_pct: 73.6
  fin_cells: 191
place:
  port_buffers: 39
  place_inst: 187
  place.gp.congestion: 0.630
  dpl.hpwl_microns: 1560
synthesis:
  yosys_cells: 75
  yosysWarnings: 1
  synth_seq_share: 0.489
  synthDistinctLibCells: 10
  postSynthAreaPerCell_sq_um: 9.28
  synthCells: 75
  synth_area_sq_um: 696
  top_cell_area_share: 0.489
  largest_area_cell: "dfxtp_1"
  yosys_area_sq_um: 696
  area_leaders: "dfxtp_1 49%, mux2i_1 23%, nand2_1 18%, buf_12 2.9%, nor4b_2 2.2%"
  ys_ff: 17
status:
  status: "finished clean"
flow_run:
  tool_warnings: 25
  cap_violations: 0
==> layout make-up <==
type / instances / area, sq um / share of cell area
clock inverters: 1 / 5.00 / 0.00415
clock buffers: 3 / 41.3 / 0.0342
flip-flops and latches: 17 / 340 / 0.282
multi-input cells: 52 / 319 / 0.264
repair buffers: 41 / 405 / 0.336
well taps: 77 / 96.3 / 0.0798
==> kinds of logic after synthesis <==
group | Yosys count | synth area share
AND-OR/OR-AND | 1 | 0.00719
buffers and inverters | 6 | 0.0648
flip-flops | 17 | 0.489
multiplexers | 16 | 0.230
AND/OR/NAND/NOR | 35 | 0.209
==> metal layers <==
| metal | GRT usage | vias to the layer above | share of wire |
|---|---|---|---|
| li1 | - | 318 | - |
| met1 | 0.0407 | 250 | 0.38 |
| met2 | 0.0585 | 28 | 0.45 |
| met3 | 0.0305 | 2 | 0.16 |
| met4 | 0.00214 | 0 | 0.0045 |
| met5 | 0 | - | 0 |
==> worst max-delay path, cell delays in order <==
cell and delay [ns]:
clkdlybuf4s50_1 0.45, nand2_1 0.09, nor4b_4 0.21, buf_4 0.32, mux2i_1 0.22
==> power by group through the flow <==
stage	clock network, mW	registers, mW	logic [mW]
after CTS	0.150	0.186	0.0449
after global routing	0.158	0.186	0.0483
final	0.142	0.186	0.0437
==> registers in the layout (all words and copies together), names as in the netlist <==
signal,cells
reg_PRDATA,16
reg_PREADY_R,1
==> worst max-delay path by stage <==
stage	endpoint	slack, ns	cells past startpoint
CTS	reg_PRDATA[12]	1.83	5
global route	reg_PRDATA[13]	1.75	5
finish	reg_PRDATA[12]	1.85	5
==> synthesized netlist by cell type <==
library cell,count
buf_4,1
o21ai_0,1
dfxtp_1,17
buf_2,2
clkbuf_1,2
buf_12,1
nor4b_2,1
mux2i_1,16
nand2_1,33
nor4_1,1
==> stage by stage <==
step                      hold slack, ns  area (sq um)  worst slack [ns]
after floorplan                    0.420           696              2.13
after global placement             0.441          1160              1.60
after detailed placement           0.447          1160              1.56
after CTS                          0.461          1210              1.83
after global routing               0.477          1210              1.75
final                              0.456          1210              1.85
Power and IR drop assume default switching activity.
