--- flow/config.mk ---
export PLATFORM = sky130hd
export DESIGN_NAME = WriteHandler
export DESIGN_NICKNAME = WriteHandler
export VERILOG_FILES = /design/flow/design.v
export SDC_FILE = /design/flow/constraint.sdc
export NUM_CORES = 4
export LEC_CHECK = 1
export CORE_AREA = 10 10 95 95
export DIE_AREA = 0 0 105 105
--- flow/constraint.sdc ---
current_design WriteHandler

set clk_period 1.7
set clk_io_pct 0.2

create_clock -name clk0 -period $clk_period [get_ports {PCLK}]

set non_clock_inputs [all_inputs -no_clocks]
set_input_delay [expr $clk_period * $clk_io_pct] -clock clk0 $non_clock_inputs
set_output_delay [expr $clk_period * $clk_io_pct] -clock clk0 [all_outputs]
--- flow/design.v ---
`timescale 1ns / 1ps
module WriteHandler(
		input PCLK, PRESETn,
		input IO_reg,
		input PWRITE,
		input PSEL, PENABLE,
		input [15:0] PWDATA,
		output PREADY_W,
		output [15:0] APB_data_out,
		output SPI_send
    );
reg reg_PREADY_W, reg_SPI_send;
reg [15:0] reg_APB_data_out;
always @(posedge PCLK)
begin
	if(PRESETn == 0) begin
		reg_PREADY_W <= 0;
		reg_SPI_send <= 0;
		reg_APB_data_out <= 0;	
	end
	else begin
		if(IO_reg == 1 && PWRITE == 1 && PSEL == 1) begin
			reg_SPI_send <= 1;  
			if(PENABLE == 1) begin
				reg_APB_data_out <= PWDATA;  
				reg_PREADY_W <= 1;
			end
		end
		else begin
			reg_SPI_send <= 0;
			reg_PREADY_W <= 0;
		end
	end
end
assign PREADY_W = reg_PREADY_W;
assign SPI_send = reg_SPI_send;
assign APB_data_out = reg_APB_data_out;
endmodule
--- flow/run.sh ---
#!/bin/bash
# OpenROAD 26Q1-2900-gdf79404cd8, Yosys 0.63+post, stock flow scripts
make -C /OpenROAD-flow-scripts/flow DESIGN_CONFIG=/design/flow/config.mk WORK_HOME=/design/flow/orfs finish
==> flow_metrics.rpt <==
RUN METRICS
----------------------------------------------------
[Routing]
  Routed vias/inst ........................ 2.92
  WL/cell ........................ 9.80 um
  Drt total wl ........................ 2060 um
  DR iter-0 viols ........................ 10
  Vias ........................ 614
  Number of diodes ........................ 0
  Iteration count of the initial detailed-routing pass ........................ 4
  Number of nets with antenna violations after detailed routing ........................ 0
  Count of unresolved DRC violations after routing ........................ 0

[CTS]
  # clock sinks ........................ 18
  Clock buffer count from CTS ........................ 3
  Root buf cell ........................ clkbuf_8
  # Post-CTS Setup Buffers ........................ 0
  CTS H-Tree Depth ........................ 1
  Clk buf depth ........................ 2
  Clock tree from TritonCTS ........................ built
  Hold buffer count at cts ........................ 0
  Clock slew at the register clock pins of the worst setup and hold paths ........................ 0.07 ns
  Count of instances resized after the clock tree is built ........................ 0
  Clk Latency, worst-skew pair ........................ 0.25 ns

[Placement]
  Number of port buffers ........................ 39
  Final HPWL DP ........................ 1600 um
  Cell count after placement ........................ 206
  Placer's final routability congestion estimate ........................ 0.603

[Logic synthesis]
  Post-synthesis instance area ........................ 719 um^2
  Number of different library cells in the post-synthesis netlist ........................ 10
  Syn_area_per_cell ........................ 9.59 um^2
  Post-synthesis chip area from yosys ........................ 719 um^2
  Post-synth seq share ........................ 50.1%
  Total cells reported by yosys after synthesis ........................ 75
  Cells after Synth ........................ 75
  Synthesis-stage register bit count ........................ 18
  Yosys warning tally ........................ 1

[Power and ir drop]
  Total power divided by cell area ........................ 717 nW/um^2
  Leak Pwr ........................ 0.424 nW
  Largest vdd supply drop ........................ 0.000380 V

[Global route]
  Antenna violations before repair ........................ 0
  Global-route usage over all layers ........................ 3.77%
  Remaining global-route overflow ........................ 0
  Global-route wire length before repair ........................ 3310 um
  Pin count of the biggest net entering global routing ........................ 23
  Via count of the first global-routing pass ........................ 634

[Setup path]
  Worst setup path class ........................ reg -> out
  Slowest stage cell, crit path ........................ clkdlybuf4s50_1
  Delay contributed by the slowest stage of the critical path ........................ 0.49 ns
  CP required ........................ 1.36 ns
  Worst path arrival time ........................ 1.08 ns
  Buf/Inv on CP ........................ 1
  Delay-heaviest family, CP ........................ buffers and inverters
  Reg-to-reg setup timing slack ........................ 1.12 ns
  CP Cell Sequence ........................ clkdlybuf4s50_1
  Maximum fanout along the worst path ........................ 2
  Element type at the critical path end ........................ output pin
  Startpoint types ........................ flop

[Floorplan]
  Die boundary height ........................ 105 um
  Area of the core ........................ 6910 um^2
  Row cnt ........................ 30
  Starting density of the core ........................ 10.4%
  I/O pin count ........................ 40
  Die x size ........................ 105 um
  Die footprint ........................ 11000 um^2

[Layout]
  Share of layout cells above drive strength 1 ........................ 7.02%
  Final standard cell count with taps included and fillers excluded ........................ 210
  Layout Area Growth over Synthesis ........................ 73.7%
  Final core area utilization ........................ 18.1%

[Final timing]
  Upper clock frequency limit ........................ 706 MHz
  Final count of hold timing violations ........................ 0
  Total count of max-transition violations in the final report ........................ 0
  Transition at the pin with the smallest max-transition slack ........................ 0.320 ns
  Portion of the clock cycle consumed by the worst path in the final layout ........................ 83.3%
  Setup TNS Final ........................ 0 ns
  Clk_skew ........................ 0 ns
  Max_slew headroom ........................ 78.7%
  Final-report setup violation count ........................ 0
  Setup repair after global routing missed its margin ........................ false
  Final period demand of the worst path ........................ 1.42 ns

[Run]
  Tool warning count ........................ 25
  Maximum Capacitance Violations ........................ 0

[Outcome]
  Outcome ........................ completed

[Worst hold path]
  Class of the most critical hold timing path ........................ reg -> reg

----------------------------------------------------
==> cells by family after synthesis <==
| family | after synthesis | synth area share, % |
|---|---|---|
| flops | 18 | 50.1 |
| simple gates | 34 | 19.7 |
| buf+inv | 6 | 6.96 |
| mux | 16 | 22.3 |
| compound gates | 1 | 1.04 |
==> worst paths after layout <==
path | startpoint | to | cells past startpoint
setup / recovery | reg_APB_data_out[10]$_SDFFE_PN0P_ | APB_data_out[10] | 1
hold / removal | reg_APB_data_out[0]$_SDFFE_PN0P_ | reg_APB_data_out[0]$_SDFFE_PN0P_ | 2
setup reg to reg | reg_PREADY_W$_SDFFE_PN0P_ | reg_PREADY_W$_SDFFE_PN0P_ | 1
hold reg to reg | reg_APB_data_out[0]$_SDFFE_PN0P_ | reg_APB_data_out[0]$_SDFFE_PN0P_ | 2
==> metrics by stage <==
| stage | setup WS (ns) | power, mW | hold WS, ns | instance area (um^2) |
|---|---|---|---|---|
| after global placement | 0.146 | 0.552 | 0.441 | 1190 |
| final | 0.283 | 0.896 | 0.457 | 1250 |
| after CTS | 0.247 | 0.936 | 0.463 | 1250 |
| after detailed placement | 0.112 | 0.551 | 0.450 | 1190 |
| after floorplan | 0.658 | 0.480 | 0.418 | 719 |
| after global routing | 0.211 | 0.962 | 0.475 | 1250 |
==> power breakdown <==
| group | internal, mW | leakage, nW | switching, mW |
|---|---|---|---|
| Combinational | 0.0719 | 0.249 | 0.0323 |
| Sequential | 0.431 | 0.146 | 0.00412 |
| Clock | 0.206 | 0.0288 | 0.151 |
==> per-layer routing <==
layer,GRT usage (%),vias to the layer above,part of all wire (%)
met1,3.97,265,40
met2,6.23,26,46
met3,2.73,2,14
li1,-,321,-
met5,0,-,0
met4,0.294,0,0.73
==> flip-flops by register name, summed over array words and instances (netlist names) <==
name and flops:
reg_PREADY_W 1, reg_APB_data_out 16, reg_SPI_send 1
==> layout by cell type, fill, tap and decap left out <==
master / n
nand2_1: 32
buf_4: 2
mux2i_1: 16
o21a_1: 1
and4_2: 1
clkdlybuf4s50_1: 39
and4_4: 1
clkbuf_8: 4
dfxtp_1: 18
==> cells in the mapped netlist <==
cell	n	area share, %
o21a_1	1	1.0
and4_2	1	1.4
buf_6	1	1.6
buf_2	3	2.1
clkbuf_1	1	0.52
dfxtp_1	18	50
mux2i_1	16	22
buf_12	1	2.8
nand2_1	32	17
and4_4	1	1.6
==> worst min-delay path, delay by kind of cell (launching register included) <==
family	cells	cell delay (ns)
AND/OR/NAND/NOR	1	0.05
multiplexers	1	0.05
flip-flops	1	0.31
==> area by class of cell <==
class | count | area, um^2
multi-input cells | 51 | 309
well taps | 96 | 120
fillers | 769 | 5660
flip-flops and latches | 18 | 360
repair buffers | 41 | 405
clock buffers | 4 | 55.1
Power and IR drop assume default switching activity.
