==> flow/config.mk <==
export PLATFORM = sky130hd
export DESIGN_NAME = TopMod_spi
export DESIGN_NICKNAME = TopMod_spi
export VERILOG_FILES = /design/flow/design.v
export SDC_FILE = /design/flow/constraint.sdc
export NUM_CORES = 4
export LEC_CHECK = 1
export CORE_UTILIZATION = 30
==> flow/constraint.sdc <==
current_design TopMod_spi

set clk_period 4.8
set clk_io_pct 0.2

create_clock -name clk0 -period $clk_period [get_ports {clk}]

set non_clock_inputs [all_inputs -no_clocks]
set_input_delay [expr $clk_period * $clk_io_pct] -clock clk0 $non_clock_inputs
set_output_delay [expr $clk_period * $clk_io_pct] -clock clk0 [all_outputs]
==> flow/design.v <==
`timescale 1ns / 1ps
module TopMod_spi(
	input clk, nrst, send,
	input  [15:0] data_in,
	output [15:0] data_out,
	output done,
	input  MISO,
	output MOSI, SCLK, SS
    );
wire shift_en, load, sampling, update;
	rategen rate_generator (
		.clk(clk), 
		.nrst(nrst), 
		.en(shift_en), 
		.clk_out(SCLK),
		.sampling(sampling),
		.update(update)
	);
	shiftreg16_in shiftregister16_in (
		.clk(clk), 
		.nrst(nrst), 
		.sampling(sampling), 
		.sdin(MISO),
		.dout(data_out)
	);
	shiftreg16_out shiftregister16_out (
		.clk(clk), 
		.nrst(nrst), 
		.update(update), 
		.load(load), 
		.din(data_in), 
		.dout(MOSI)
	);
	control spi_control (
		.clk(clk), 
		.nrst(nrst), 
		.send(send),
		.sampling(sampling),
		.shift_en(shift_en), 
		.done(done), 
		.load(load), 
		.ss(SS)
	);
endmodule
`timescale 1ns / 1ps
module control(
	input clk, nrst, send, sampling,
	output reg shift_en, done, load, ss
   );
localparam [2:0]
	Init 	= 3'b000,
	Load 	= 3'b001,
	Wait1 = 3'b010,
	Shift = 3'b011,
	Wait2	= 3'b100,
	Done 	= 3'b101;
reg [2:0] curr_state, next_state;
reg [4:0] cnt;
	always @ (posedge clk)
	begin
		if(!nrst)
			curr_state <= Init;
		else
			curr_state <= next_state;
	end
	always @ (posedge clk)
	begin
		if(!nrst)
			cnt <= 0;
		else if((curr_state == Shift) & (sampling))
			cnt <= cnt + 1;
		else if(load)
			cnt <= 0;
		else
			cnt <= cnt;
	end
	always @ (*)
	begin
		case(curr_state)
			Init:
			begin
				{shift_en, load, done, ss} <= 4'b0001;
				if(send)
					next_state <= Load;
				else
					next_state <= curr_state;
			end
			Load:
			begin
				{shift_en, load, done, ss} <= 4'b0101;
				next_state <= Wait1;
			end
			Wait1:
			begin
				{shift_en, load, done, ss} <= 4'b1000;
				next_state <= Shift;
			end
			Shift:
			begin
				{shift_en, load, done, ss} <= 4'b1000;
				if(cnt == 16)
					next_state <= Done;
				else
					next_state <= curr_state;
			end
			Done:
			begin
				{shift_en, load, done, ss} <= 4'b0011;
				if(send)
					next_state <= Load;
				else	
					next_state <= curr_state;
			end
			default:
			begin
				{shift_en, load, done, ss} <= 4'b0001;
				next_state <= Init;
			end
		endcase
	end
endmodule
`timescale 1ns / 1ps
module rategen(
    input clk,
    input nrst,
	 input en,
    output clk_out,
	 output sampling,
	 output update
);
reg [3:0] cntr;
	always @ (posedge clk)
	begin
		if(!nrst)
			cntr <= 15;
		else if(en)
			cntr <= cntr + 1;
		else
			cntr <= cntr;	
	end
	assign clk_out = cntr[3];
	assign sampling = (en & (cntr==7));
	assign update = (en & (cntr==15));
endmodule
`timescale 1ns / 1ps
module shiftreg16_in(
    input clk, nrst, sampling, sdin,
    output [15:0] dout
);
reg [15:0] data;
	always @ (posedge clk)
	begin
		if(!nrst)
			data <= 0;
		else if(sampling)
			data <= {data[14:0], sdin};
		else
			data <= data;
	end
	assign dout = data;
endmodule
`timescale 1ns / 1ps
module shiftreg16_out(
    input clk, nrst, update, load,
	 input [15:0] din,
    output dout
);
reg [15:0] data;
	always @ (posedge clk)
	begin
		if(!nrst)
			data <= 0;
		else if(load)
			data <= {din[0],din[15:1]};
		else if(update)
			data <= {data[14:0], data[15]};
		else
			data <= data;
	end
	assign dout = data[15];
endmodule
==> flow/run.sh <==
#!/bin/bash
# OpenROAD 26Q1-2900-gdf79404cd8, Yosys 0.63+post, stock flow scripts
make -C /OpenROAD-flow-scripts/flow DESIGN_CONFIG=/design/flow/config.mk WORK_HOME=/design/flow/orfs finish
==> qor.csv <==
metric,value,unit
CP Class,reg -> out,
share of layout cells above drive strength 1,0.05285,
first-pass GRT wire length,6541,µm
CTS Buffer Depth,2,
GRT Resource Usage Total,0.1246,
die width,82.33,µm
R2R Setup Slk,2970,ps
Routed Antenna Nets,0,
Slew Limit Fails,0,
"Core Util, Final",0.4013,
synthesized area,1936,µm²
Core Rows,28,
"Warnings, synthesis",4,
syn_area_per_cell,9.003,µm²
Max-cap violations,0,
most frequent logic cell in the layout,dfxtp_1,
via count,1618,
distinct lib cells,29,
Final setup violation count,0,
wire length on met1,2082,µm
CTS buffer count,5,
hold_buf cts,0,
Resize count post-CTS,0,
pin count of the biggest net entering global routing,35,
tool warnings,26,
Placement Setup Slack,1952,ps
HP Class,reg -> reg,
CORE AREA,6061,µm²
#FFs+latches synth,46,
root buf cell,clkbuf_8,
TritonRoute pass-1 iters,4,
crit-path cells,clkdlybuf4s50_1,
most instantiated logic cells after routing,"dfxtp_1, clkdlybuf4s50_1, a21oi_1",
slowest stage cell on the critical path,dfxtp_1,
CTS H-tree depth,2,
synthesis area per yosys,1936,µm²
vias per cell,5.040,
Syn-to-layout area delta,25.66,%
crit path DRT,3840,ps
total setup buffers inserted after CTS,0,
RSZ-0062 raised after global routing,no,
cells after synthesis,215,
Pwr Density,306.6,nW/µm²
Placement Cell Area,2333,µm²
critical path startpoint category,flop,
final hold violations,0,
Num Clock Sinks,46,
DIE HEIGHT,82.33,µm
IO Pins,40,
post-route cell area,2432,µm²
element type at the critical path end,output pin,
"Reg clk slew, reported paths",90,ps
yosys cell count,215,
FP Core Util,0.3194,
IO Port Bufs,39,
CP arrival,1680,ps
DPL Wire Length,2524,µm
Crit path largest cell delay,800,ps
gpl congestion,0.7542,
"Min Clock Period, post-route",2644,ps
Layout Skew,10.60,ps
met3 WL post-DR,158,µm
worst path buffer plus inverter count,1,
drt initial violations,66,
outcome,"complete, no violations",
metal2 WL,1733,µm
Post-Route WL,4024,µm
die footprint,6777,µm²
drt drc,0,
Worst Max-Slew Pin Slew,731.2,ps
remaining global-route overflow,0,
Max-slew headroom,0.5119,
antenna diode count,0,
clock latency (worst-skew pair),300,ps
CTS tree,done,
initial antenna violation count,0,
routed len/inst,12.54,µm
Post-synth seq share,0.4758,
uppermost routed layer,met4,
TNS Setup,0,ps
final worst slack,2156,ps
vias in the first global route,1428,
Peak VDD IR,0.0001362,V
"Largest delay share family, worst path",flip-flops,
fin crit share,0.5509,
Hold Slack,481.2,ps
leakage power,0.9147,nW
CP Max Fanout,22,
f_max,378.2,MHz
==> per-layer routing <==
metal	GRT usage	vias up
met1	0.1845	759
met5	0	-
li1	-	828
met4	0.01579	0
met2	0.1967	26
met3	0.02453	5
==> cell families (layout without fill, tap and decap cells) <==
kind of cell	Yosys count	in the layout	synth area share
and+or+nand+nor	42	42	0.1138
buffers and inverters	25	56	0.06399
xor gates and xnor gates	1	1	0.004526
muxes	16	16	0.08274
AOI/OAI and AO/OA	82	82	0.2398
adders and majority gates	3	3	0.01939
DFF	46	46	0.4758
==> per-stage QoR <==
step	total power [mW]	std cells
after floorplan	0.4759	215
after global placement	0.5051	313
after detailed placement	0.5054	313
after CTS	0.7590	321
after global routing	0.7873	321
final	0.7458	321
==> synth_stat cells <==
| master | count | area, µm² |
|---|---|---|
| buf_8 | 1 | 15.01 |
| nand3_1 | 22 | 110.1 |
| and4b_1 | 1 | 10.01 |
| ha_1 | 3 | 37.54 |
| buf_6 | 2 | 22.52 |
| inv_1 | 8 | 30.03 |
| o22ai_1 | 1 | 6.260 |
| nor2_1 | 3 | 11.26 |
| a21oi_1 | 38 | 190.2 |
| a311oi_1 | 3 | 26.28 |
| buf_2 | 3 | 15.01 |
| or2_4 | 1 | 8.760 |
| or3_1 | 3 | 18.77 |
| mux2i_1 | 16 | 160.2 |
| or2b_1 | 1 | 7.510 |
| o21ai_0 | 33 | 165.2 |
| nand4bb_1 | 1 | 11.26 |
| o2111ai_4 | 1 | 26.28 |
| dfxtp_1 | 46 | 920.9 |
| o211ai_2 | 1 | 12.51 |
| o211a_1 | 1 | 10.01 |
| nand2_1 | 8 | 30.03 |
| or2_2 | 1 | 6.260 |
| and2_1 | 1 | 6.260 |
| xnor2_1 | 1 | 8.760 |
| clkbuf_1 | 10 | 37.54 |
| o21ai_1 | 2 | 10.01 |
| a41oi_1 | 2 | 17.52 |
| buf_1 | 1 | 3.750 |
==> sequential cells by signal, indices dropped and copies added, names as in the netlist <==
name                      cells
spi_control.curr_state        5
shiftregister16_in.data      16
rate_generator.cntr           4
shiftregister16_out.data     16
spi_control.cnt               5
==> area by class of cell <==
cell class                 count  area, µm²
clock buffer                   6      82.58
clock inverter                 2      16.27
inverter                       8      30.03
tap                           75      93.84
sequential                    46      920.9
multi-input combinational    144      890.9
fill                         605       3628
timing repair buffer          40      397.9
==> power by group <==
part / internal (mW) / switching, mW / total (mW)
sequential: 0.397 / 0.0153 / 0.412
combinational: 0.0411 / 0.0420 / 0.0832
clock: 0.119 / 0.132 / 0.250
total: 0.557 / 0.189 / 0.746
==> final timing paths <==
| path | end | depth (start not counted) | start |
|---|---|---|---|
| min reg2reg | shiftregister16_in.data[2] | 2 | shiftregister16_in.data[1] |
| max | SCLK | 1 | rate_generator.cntr[3] |
| max reg2reg | shiftregister16_out.data[9] | 3 | rate_generator.cntr[3] |
| min | shiftregister16_in.data[2] | 2 | shiftregister16_in.data[1] |
No activity file was given, so power comes from the tool's default toggle rates.
